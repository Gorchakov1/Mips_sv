==> flow/design.v <==
typedef struct packed { 
logic [15:0] data; 
logic [3:0]  adr; 
logic        ena;
} signal_alu_wr_reg;
typedef struct packed { 
logic [15:0] data; 
logic [3:0]  adr; 
logic        ena;
} signal_mem_wr_reg;
typedef struct packed { 
logic [15:0] data; 
logic [3:0]  adr; 
logic        ena;
} signal_wr_reg;
typedef struct packed { 
logic [15:0] a;
logic [15:0] b;
} signal_data;
typedef struct packed { 
logic [3:0] a1;
logic [3:0] a2;
logic       ena;
} signal_adr_regt;
typedef struct packed { 
logic [4:0] adr_m;
logic [3:0] adr_r;
logic       ena;
} signal_in1;
typedef struct packed { 
logic [3:0] adr;
logic       ena;
} signal_reg_wr_mem;
typedef struct packed { 
logic [3:0] adr_rm;
logic       ena;
} signal_offset_id_reg;
typedef struct packed { 
logic [4:0] adr;
logic       ena;
} signal_offset_reg_mem;
typedef struct packed { 
logic [4:0] adr;
logic       ena;
} signal_off_wr_mem;
typedef struct packed { 
logic [4:0] adr;
logic       ena;
} signal_off_mem;
typedef struct packed { 
logic ravno;
logic bolshe;
logic menshe;
logic rav_adr;
} signal_flag_alu;
typedef struct packed { 
logic ravno;
logic bolshe;
logic menshe;
logic rav_adr;
} signal_flag_ena_id;
typedef struct packed { 
logic ravno;
logic bolshe;
logic menshe;
logic rav_adr;
logic ena;
logic ena_ra;
} signal_flag_wr_alu;
module hazard(
  input               clk_i,
  input               rst,
  input               haz_i,
  input        [15:0] cnt_i,
  input        [15:0] cnt_jmp_i,
  output logic [15:0] cnt_o
);
always_ff@ ( posedge clk_i or posedge rst )
  begin
    if( rst )
      cnt_o = 0;
    else
      begin
        if( cnt_jmp_i!=0 )
          begin
            cnt_o = cnt_jmp_i;
          end
        else
          begin
            if( cnt_i==cnt_o && haz_i!=1 )
              begin
 	        cnt_o = 0;
              end 
            else
              begin
	        cnt_o = cnt_i;
              end
	  end
      end 
  end
endmodule
==> flow/run.sh <==
#!/bin/bash
# OpenROAD 26Q1-2900-gdf79404cd8, Yosys 0.63+post, stock flow scripts
make -C /OpenROAD-flow-scripts/flow DESIGN_CONFIG=/design/flow/config.mk WORK_HOME=/design/flow/orfs finish
==> flow/config.mk <==
export PLATFORM = sky130hd
export DESIGN_NAME = hazard
export DESIGN_NICKNAME = hazard
export VERILOG_FILES = /design/flow/design.v
export SDC_FILE = /design/flow/constraint.sdc
export NUM_CORES = 4
export LEC_CHECK = 1
export CORE_AREA = 10 10 103 103
export DIE_AREA = 0 0 113 113
==> flow/constraint.sdc <==
current_design hazard

set clk_period 2.2
set clk_io_pct 0.2

create_clock -name clk0 -period $clk_period [get_ports {clk_i}]

set non_clock_inputs [all_inputs -no_clocks]
set_input_delay [expr $clk_period * $clk_io_pct] -clock clk0 $non_clock_inputs
set_output_delay [expr $clk_period * $clk_io_pct] -clock clk0 [all_outputs]
==> results.ini <==
[run_status]
outcome = completed

[yosys]
largest_area_cell = dfrtp_1
syn-cell-area_mm2 = 0.001069
synthTopCellsByArea = dfrtp_1 (37%), o211ai_1 (20%), xnor2_1 (13%)
synthArstFlopShare_pct = 100.0
edf_count = 0
synth_area_per_cell_um2 = 9.211
synth_top_area_share_pct = 37.47
ys_cells = 116
yosysWarnings = 1
ys_area_mm2 = 0.001069
synth_flops = 16
ys.flop_type = dfrtp_1
synthCells = 116
synth_cell_types = 17
synth_seq_share_pct = 37.47

[clock_network]
cts_tree = built
insertion_delay_ns = 0.25
ctsHoldBuffers = 0
cts_resized = 0
cts_setup_buffers = 0
cts_made_buffers = 3
htreeDepth = 1
clk_pin_slew_ns = 0.07
clkSinkCount = 16
cts_root_buf = clkbuf_8
cts_buffer_depth = 2

[route]
routedWlPerCell_um = 14.38
vias = 990
firstDrtPassIters = 4
n_antenna_cell = 0
wl_mm = 3.896
vias_per_cell = 3.653
ant_nets = 0
drc = 0
drt_iter0_markers = 76

[placement]
pre_cts_ws_ns = 0.1013
postPlaceCellArea_mm2 = 0.001680
dp_cells = 267
gp_congestion = 0.7754
dpl.hpwl_mm = 3.253
port_buffers = 50

[floorplanning]
top_level_ports = 51
initCoreUtil_pct = 12.88
chip_area_mm2 = 0.01277
die_w_um = 113
core_mm2 = 0.008299
num_rows = 33
dieHeight_um = 113

[layout]
final_util_pct = 20.91
layout-drive-gt1-share_pct = 7.831
stdcell_count = 271
syn2layout_area_growth_pct = 62.41
largest_reg_flops = 16
final_cell_area_mm2 = 0.001735
nFillCells = 897

[job]
cap_viol_max_count = 0
warnings = 25

[power]
power_uw = 758.4
max-vdd-ir-drop_uv = 160.9
power.leakage_nw = 0.6311
power_per_cell_area_mw_per_mm2 = 437.0

[sta]
fmax_mhz = 537.9
slew_violations = 0
tightest_slew_ns = 0.6517
max_slew_margin_pct = 56.55
fin_ws_ns = 0.3409
finalCritPeriodShare_pct = 84.50
fin_crit_ns = 1.859
tns_ns = 0
grt_setup_unrepaired = false
hold_viol = 0
worst_clock_skew_ns = 0.003468
fin_hold_ws_ns = 0.5763
finalSetupViolations = 0

[worst_setup_path]
arrival_ns = 1.98
worstSetupStartpointType = primary input
cp-end-kind = register
worst_ep_required_time_ns = 2.32
critPathSlowestCell = clkdlybuf4s50_1
slowest_delay_ns = 0.53
crit_path_max_fanout = 16
path_class = primary input to register
crit_family = buffers and inverters
crit_chain = clkdlybuf4s50_1 -> xnor2_1 -> nand4_2 -> o211ai_1 -> o211ai_2
crit_buf_inv = 1

[global_routing]
grt-ovfl-total = 0
grt_pass1_vias = 1043
grt_use_total_pct = 5.951
grt_pass1_wl_mm = 6.085
grt_max_degree = 17
antenna_found_initial = 0

[min_path]
hp-class = primary input to asynchronous set/reset pin

-- cell usage after synthesis (2+ instances only) --
| cell type | number |
|---|---|
| nand2_1 | 16 |
| buf_6 | 3 |
| buf_2 | 2 |
| inv_1 | 17 |
| buf_4 | 2 |
| nand4_1 | 2 |
| o211ai_1 | 29 |
| dfrtp_1 | 16 |
| o211ai_2 | 3 |
| xnor2_1 | 16 |
| nor4_1 | 4 |
-- routing by layer --
metal / vias up / wire (um) / GRT usage (%)
li1: 507 / - / -
met3: 3 / 223 / 1.763
met4: 0 / 20 / 0.4230
met2: 33 / 1861 / 9.524
met5: - / 0 / 0
met1: 447 / 1791 / 8.068
-- report_power, final --
group          leakage (nW)  internal (mW)  switching, mW
clock network        0.0288          0.159          0.103
registers             0.186          0.309         0.0117
logic                 0.416          0.108         0.0674
-- cell usage in the layout (no fill, tap or decap) --
master           netlist  final
clkbuf_8               0      4
o211ai_1              29     29
and4_1                 1      1
dfrtp_1               16     16
nor3_4                 1      1
nand4_1                2      2
clkdlybuf4s50_1        0     50
nand2_1               16     16
nand3_1                1      1
buf_12                 0      1
nand2b_1               1      1
nand4_2                1      1
xnor2_1               16     16
inv_1                 17     17
o211ai_2               3      3
buf_4                  2      3
nor4_1                 4      4
-- kinds of logic (layout without fill, tap and decap cells) --
| group | after synthesis | in the layout | synth area share, % |
|---|---|---|---|
| AOI/OAI and AO/OA | 32 | 32 | 23.89 |
| DFF | 16 | 16 | 37.47 |
| buffers and inverters | 25 | 75 | 11.83 |
| and+or+nand+nor | 27 | 27 | 13.70 |
| xor gates and xnor gates | 16 | 16 | 13.11 |
-- worst paths after layout --
path | start | endpoint | slack [ns] | cells past startpoint
max in group asynchronous | rst | cnt_o[8] | 1.21 | 2
hold reg to reg | cnt_o[5] | cnt_o[7] | 0.94 | 5
min in group clk0 | cnt_jmp_i[0] | cnt_o[0] | 0.78 | 3
hold / removal | rst | cnt_o[3] | 0.58 | 2
setup reg to reg | cnt_o[0] | cnt_o[11] | 0.61 | 4
setup / recovery | cnt_i[0] | cnt_o[11] | 0.34 | 5
-- area by class of cell --
type / instances / area [um2] / area share (%)
clock buffer: 4 / 55.05 / 3.172
inverter: 17 / 63.81 / 3.677
multi-input combinational: 75 / 541.8 / 31.22
sequential: 16 / 400.4 / 23.07
tap: 105 / 131.4 / 7.570
timing repair buffer: 54 / 543.0 / 31.29
Power is estimated from default activity; no workload was simulated.
