[./design.v]
typedef struct packed { 
logic [15:0] data; 
logic [3:0]  adr; 
logic        ena;
} signal_alu_wr_reg;
typedef struct packed { 
logic [15:0] data; 
logic [3:0]  adr; 
logic        ena;
} signal_mem_wr_reg;
typedef struct packed { 
logic [15:0] data; 
logic [3:0]  adr; 
logic        ena;
} signal_wr_reg;
typedef struct packed { 
logic [15:0] a;
logic [15:0] b;
} signal_data;
typedef struct packed { 
logic [3:0] a1;
logic [3:0] a2;
logic       ena;
} signal_adr_regt;
typedef struct packed { 
logic [4:0] adr_m;
logic [3:0] adr_r;
logic       ena;
} signal_in1;
typedef struct packed { 
logic [3:0] adr;
logic       ena;
} signal_reg_wr_mem;
typedef struct packed { 
logic [3:0] adr_rm;
logic       ena;
} signal_offset_id_reg;
typedef struct packed { 
logic [4:0] adr;
logic       ena;
} signal_offset_reg_mem;
typedef struct packed { 
logic [4:0] adr;
logic       ena;
} signal_off_wr_mem;
typedef struct packed { 
logic [4:0] adr;
logic       ena;
} signal_off_mem;
typedef struct packed { 
logic ravno;
logic bolshe;
logic menshe;
logic rav_adr;
} signal_flag_alu;
typedef struct packed { 
logic ravno;
logic bolshe;
logic menshe;
logic rav_adr;
} signal_flag_ena_id;
typedef struct packed { 
logic ravno;
logic bolshe;
logic menshe;
logic rav_adr;
logic ena;
logic ena_ra;
} signal_flag_wr_alu;
module counter (
  input               clk_i,
  input        [15:0] cnt_i,
  input               rst,
  input               haz_i,
  output logic [15:0] cnt_o
);
always @ (posedge clk_i or posedge rst)
  begin
    if( rst )
      begin
        cnt_o <= 1;
      end
    else
      begin
        if( cnt_i!=0 )
          begin
            cnt_o <= cnt_i;
          end
       else
         begin
           cnt_o <= cnt_o+haz_i;
         end
      end
  end
endmodule 
[./run.sh]
#!/bin/bash
# OpenROAD 26Q1-2900-gdf79404cd8, Yosys 0.63+post, stock flow scripts
make -C /OpenROAD-flow-scripts/flow DESIGN_CONFIG=/design/flow/config.mk WORK_HOME=/design/flow/orfs finish
[./config.mk]
export PLATFORM = sky130hd
export DESIGN_NAME = counter
export DESIGN_NICKNAME = counter
export VERILOG_FILES = /design/flow/design.v
export SDC_FILE = /design/flow/constraint.sdc
export NUM_CORES = 4
export LEC_CHECK = 1
export CORE_AREA = 10 10 81 81
export DIE_AREA = 0 0 91 91
[./constraint.sdc]
current_design counter

set clk_period 2.7
set clk_io_pct 0.2

create_clock -name clk0 -period $clk_period [get_ports {clk_i}]

set non_clock_inputs [all_inputs -no_clocks]
set_input_delay [expr $clk_period * $clk_io_pct] -clock clk0 $non_clock_inputs
set_output_delay [expr $clk_period * $clk_io_pct] -clock clk0 [all_outputs]
==> run_results.csv <==
group,metric,value,unit
grt,grt_start_max_net_pins,17,
placement,gp_congestion,0.822,
final_timing,rsz0062_at_grt,"no",
run_status,status,"finished, final reports clean",
grt,antenna_found_initial,0,
yosys,avgSynthCellArea,11.0,sq um
setup_path,worst_setup_path_end_kind,"register",
die,rows,25,
setup_path,critPathKind,"input port to register",
yosys,netlist_area,898,sq um
clock_tree,cts_resized,0,
clock_tree,clock_latency,250,ps
final_layout,top_register,"cnt_o",
setup_path,worst_setup_path_start_kind,"input port",
routing,diodes,0,
final_timing,setup_viol,0,
final_layout,mostFrequentLayoutCell,"clkdlybuf4s50_1",
grt,grt_pass1_wl,4.41,mm
clock_tree,cts_buffers,3,
final_timing,max_freq,483,MHz
die,die_y,91,um
yosys,numSynthFlops,16,
power,peakVddDrop,0.000271,V
grt,overflow,0,
yosys,netlist-cell-type-count,20,
grt,grt_pass1_vias,840,
final_layout,reg_top3,"cnt_o: 16 flops",
placement,place_ws,358,ps
final_layout,largest_register_ffs,16,
yosys,synth_cells,82,
flow_run,drv_cap,0,
clock_tree,cts_tree,"done",
final_timing,setup_slack,629,ps
routing,drt_wl_total,2.57,mm
flow_run,warnings,25,
routing,viasPerCell,4.27,
die,core,4820,sq um
power,p_per_area,417,nW/um^2
final_timing,hold_viol,0,
routing,first_iter_violations,57,
die,fp_util,18.6,%
clock_tree,holdBufCountCts,0,
die,die_area,8280,sq um
final_timing,worstMarginPinSlew,626,ps
die,fp.dieW,91,um
routing,ant_nets,0,
final_timing,skew,1.56,ps
setup_path,cp.required,2840,ps
clock_tree,htreeDepth,1,
routing,firstDrtPassIters,4,
routing,vias,790,
yosys,ys_cells,82,
placement,hpwlAfterDp,2.11,mm
yosys,yosysSeqAreaShare,44.7,%
final_timing,max_slew_margin,58.2,%
power,leakagePower,0.000577,uW
setup_path,crit_fanout,4,
grt,grt_use_total,6.47,%
yosys,yosysWarnings,1,
clock_tree,postCtsSetupRepairBufs,0,
die,ios,35,
routing,drc_errors,0,
final_layout,nFillCells,515,
final_timing,period_used_share,76.7,%
final_layout,final_layout_top_logic_cells,"34 x clkdlybuf4s50_1, 15 x dfrtp_1, 13 x a21o_1",
hold_path,hold_path_class,"register to register",
final_layout,area_growth,52.2,%
clock_tree,cts_max_path_buffers,2,
clock_tree,root_buffer,"clkbuf_8",
yosys,yosys_area,898,sq um
final_timing,fin_crit,2070,ps
routing,routedWlPerCell,13.9,um
placement,io_buffers,34,
final_layout,drive_gt1_share,8.47,%
setup_path,cp.arrival,2210,ps
clock_tree,cts.clk_slew.worst_paths,60,ps
final_timing,report.final.slew_viol_count,0,
clock_tree,cts_sinks,16,
final_timing,tns,0,ps
==> synthesized netlist by cell type (all sizes together) <==
master,n,area (sq um)
a21o,13,97.6
and4,1,8.76
buf,1,5.00
clkbuf,1,5.00
dfrtp,15,375
dfstp,1,26.3
ha,2,25.0
inv,4,15.0
nand2,4,15.0
nand3,4,20.0
nand4,6,52.6
nor2,1,3.75
nor3,4,20.0
nor4,8,83.8
o21bai,3,22.5
xnor2,5,43.8
xor2,9,78.8
==> cell type report <==
| type | count | area [sq um] | share of cell area [%] |
|---|---|---|---|
| Tap cell | 67 | 83.8 | 6.13 |
| Inverter | 4 | 15.0 | 1.10 |
| Sequential cell | 16 | 402 | 29.4 |
| Timing Repair Buffer | 34 | 340 | 24.9 |
| Multi-Input combinational cell | 60 | 472 | 34.5 |
| Clock buffer | 4 | 55.1 | 4.03 |
==> worst max-delay path, cell delays in order <==
cell and delay, ps:
clkdlybuf4s50_1 460, ha_1 190, ha_1 240, nand4_1 190
nor4_2 310, xor2_1 100, a21o_1 180
==> metrics by stage <==
stage          util [%]  area [sq um]  instances  hold slack, ps  power [uW]
2_1_floorplan         -           898         82             453         301
3_3_place_gp       27.2          1310        181             621         365
3_5_place_dp       27.2          1310        181             630         367
4_1_cts            28.4          1370        185             642         580
5_1_grt            28.4          1370        185             672         605
6_report           28.4          1370        185             636         571
==> routing by layer <==
layer	part of all wire [%]	track usage (%)	vias up
met1	52	9.62	371
met5	0	0	-
met3	8.5	2.74	2
met2	39	8.95	43
li1	-	-	374
met4	0.19	0.261	0
==> cells by family after synthesis <==
family / synth area share (%)
buffers and inverters: 2.78
AOI/OAI and AO/OA: 13.4
and+or+nand+nor: 22.7
adders and majority gates: 2.79
xor gates and xnor gates: 13.6
DFF: 44.7
==> report_power, final <==
part / leakage [uW] / total (uW) / switching (uW) / internal (uW)
combinational: 0.000362 / 91.0 / 31.2 / 59.7
sequential: 0.000185 / 270 / 17.7 / 253
clock: 0.0000288 / 210 / 80.2 / 129
total: 0.000577 / 571 / 129 / 442
==> path summary, 6_finish.rpt <==
| kind | from | end | slack [ps] | depth (start not counted) |
|---|---|---|---|---|
| max | haz_i | cnt_o[14] | 630 | 7 |
| min | cnt_o[15] | cnt_o[15] | 640 | 2 |
| max reg2reg | cnt_o[0] | cnt_o[14] | 850 | 6 |
| min reg2reg | cnt_o[15] | cnt_o[15] | 640 | 2 |
| max in group asynchronous | rst | cnt_o[14] | 1620 | 2 |
| min in group asynchronous | rst | cnt_o[13] | 680 | 2 |
Power and IR drop assume default switching activity.
